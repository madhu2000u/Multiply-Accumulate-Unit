### flow/design.v
module D_FF_13b(d, q, clk, enable_ab, reset);
    input [13:0] d;
    input clk, reset, enable_ab;
    output logic [13:0] q;
    always_ff @(posedge clk) begin
        if (reset == 1)
            q <= 0;
        else if(enable_ab == 1)
            q <= d;
    end
endmodule
module D_FF_28b(sum, f, clk, enable_f, reset);
    input clk, enable_f, reset;
    input signed [27:0] sum;
    output logic signed [27:0] f;
    always_ff @(posedge clk) begin
        if(reset == 1)
            f <= 0;
        else if(enable_f == 1)
            f <= sum;
    end
endmodule
module Controller(clk, valid_in, enable_ab, enable_f, valid_out,reset);
    input clk, valid_in, reset;
    output logic enable_ab, enable_f, valid_out;
    logic vin_temp_out;
    always_comb begin 
        enable_ab = valid_in;
    end
    always_ff @(posedge clk) begin 
        enable_f <= valid_in;
        vin_temp_out <= valid_in;
        valid_out <= vin_temp_out;
        if(reset == 1) begin
            enable_f <= 0;
            vin_temp_out <= 0;
            valid_out <=0;
        end
    end
endmodule
module part2_mac(clk, reset, a, b,  valid_in, f, valid_out);
    input clk, reset, valid_in;
    input signed [13:0] a, b;
    output logic signed [27:0] f;
    output logic valid_out;
    logic enable_ab, enable_f;
    logic signed [27:0] sum;
    logic signed [13:0] q1,q2;
    Controller controller(clk, valid_in, enable_ab, enable_f, valid_out, reset);
    D_FF_13b D1(a,q1,clk,enable_ab, reset);
    D_FF_13b D2(b,q2,clk,enable_ab, reset);    
    always_comb begin
        sum = (q1 * q2) + f;
    end
    D_FF_28b D_FF_28b(sum, f, clk, enable_f, reset);
endmodule
### flow/run.sh
#!/bin/bash
# OpenROAD 26Q1-2900-gdf79404cd8, Yosys 0.63+post, stock flow scripts
make -C /OpenROAD-flow-scripts/flow DESIGN_CONFIG=/design/flow/config.mk WORK_HOME=/design/flow/orfs finish
### flow/config.mk
export PLATFORM = sky130hd
export DESIGN_NAME = part2_mac
export DESIGN_NICKNAME = part2_mac
export VERILOG_FILES = /design/flow/design.v
export SDC_FILE = /design/flow/constraint.sdc
export NUM_CORES = 4
export LEC_CHECK = 1
export CORE_UTILIZATION = 50
### flow/constraint.sdc
current_design part2_mac

set clk_period 15.9
set clk_io_pct 0.2

create_clock -name clk0 -period $clk_period [get_ports {clk}]

set non_clock_inputs [all_inputs -no_clocks]
set_input_delay [expr $clk_period * $clk_io_pct] -clock clk0 $non_clock_inputs
set_output_delay [expr $clk_period * $clk_io_pct] -clock clk0 [all_outputs]
==> flow_metrics.tcl <==
# collected from the flow reports
set metrics [dict create \
    grt_pass1_wl_um 41200 \
    path_class "reg -> reg" \
    cts_buffers 9 \
    chipArea_sq_mm 0.0223 \
    leakage_nw 6.32 \
    root_buffer "clkbuf_16" \
    viasPerCell 5.00 \
    ys_area_sq_mm 0.0108 \
    mostFrequentLayoutCells "311 x inv_1, 230 x fa_1, 106 x nand2_1, 94 x and2_1, 82 x ha_1" \
    fin_area_sq_mm 0.0120 \
    r2r_slack_ps 9140 \
    r2r_cells 20 \
    grt_remaining_overflow 0 \
    fin_crit_ps 6760 \
    grt_usage_pct 26.1 \
    ys_seq_share_pct 10.7 \
    routed_wirelength_um 24600 \
    lay_top_count "inv_1" \
    avgSynthCellArea_sq_um 9.21 \
    hold_buffers 0 \
    n_antenna_cell 0 \
    slew_violations 0 \
    cts_tree "yes" \
    drive_above_1_share_pct 2.47 \
    fp-utilization_pct 51.2 \
    finalSetupViolCount 0 \
    path_max_fanout 15 \
    grt_pass1_vias 7749 \
    tns_ps 0 \
    relSlewSlack_pct 45.7 \
    ys_cells 1177 \
    die_h_um 149 \
    post-cts-setup-buffers 0 \
    rsz0062_at_grt "no" \
    critPathCaptureType "flip-flop" \
    io_buffers 59 \
    grt_max_degree 57 \
    clk_pin_slew_ps 60 \
    hold_viol 0 \
    syn_inst 1177 \
    yosysUniqueCellTypes 49 \
    vdd_drop_max_v 0.0000514 \
    post_cts_resize_count 0 \
    critical_path.startpoint_type "flip-flop" \
    worstSkewPairLatency_ps 330 \
    htreeDepth 3 \
    whs_path_depth 2 \
    clockBufferDepth 2 \
    vias 7460 \
    status "finished clean" \
    coreArea_sq_mm 0.0212 \
    place_congestion 0.911 \
    max_slew.worst_pin.slew_ps 814 \
    max_cap_violations 0 \
    num-fill-cells 1943 \
    regToRegStartpoint "D2.q[0]$_SDFFE_PP0P_" \
    crit_arrival_ps 6980 \
    ant_nets 0 \
    hold_start "D_FF_28b.f[21]$_SDFFE_PP0P_" \
    ys_warn_count 4 \
    rows 53 \
    drt_iter0_markers 247 \
    ys.flops 58 \
    post_drt_wl_per_cell_um 16.5 \
    hp-class "reg -> reg" \
    max_clock_freq_ghz 0.148 \
    die_x_um 149 \
    warnings 27 \
    synth_area_sq_mm 0.0108 \
    ioPinCount 60 \
    area_growth_pct 10.3 \
    yosysTopAreaCell "fa_1" \
    hold_path_end "D_FF_28b.f[21]$_SDFFE_PP0P_" \
    power.density_mw_per_mm2 71.9 \
    dp_hpwl_um 20400 \
    antenna_found_initial 0 \
    top_area_share_pct 42.5 \
    drt-pass1-iter-count 4 \
    period_used_pct 42.5 \
    topCellsByArea "fa_1 42%, inv_1 11%, dfxtp_1 11%" \
    dpl-instance-area_sq_mm 0.0117 \
    critPathRequiredTime_ps 16130 \
    clock-sinks 58 \
    rr_endpoint "D_FF_28b.f[25]$_SDFFE_PP0P_" \
    timing.hold.ws_ps 498 \
    drc 0 \
    finalClockSkew_ps 7.74 \
]
==> per-layer routing <==
layer	global-route usage, %	vias up	wire length (um)
met2	37.0	219	10800
met1	43.5	3684	11700
met3	8.71	16	1940
met4	2.24	0	207
met5	0	-	0
li1	-	3541	-
==> per-stage QoR <==
stage               util (%)  std cells  worst slack, ps  power, mW
floorplan                  -       1177             9710      0.522
global placement        55.1       1476             9280      0.670
detailed placement      55.1       1476             9180      0.667
CTS                     56.5       1492             9140      0.873
global route            56.5       1492             8730      0.945
finish                  56.5       1492             9140      0.859
==> power breakdown <==
group,switching (mW),internal (mW)
combinational,0.259,0.207
clock,0.0752,0.122
sequential,0.0353,0.161
total,0.370,0.489
==> cells by family after synthesis <==
group                    synth area share, %
flip-flops                              10.7
multiplexers                            3.88
adder cells (fa/ha/maj)                 52.0
AND/OR/NAND/NOR                         13.3
AND-OR/OR-AND                           5.23
XOR/XNOR                                2.59
buffers and inverters                   12.3
==> Yosys cell counts (all sizes together) <==
cell	count
and2	94
xor2	10
inv	311
nor2b	4
nor4b	1
mux2i	42
a21boi	1
o21bai	2
a2bb2oi	1
a211o	2
buf	7
and3	3
clkbuf	36
o221ai	1
a2111o	1
and4b	1
o211ai	4
or3b	1
a32o	2
o211a	1
ha	82
a21o	12
nor3	1
a21oi	22
nand3	6
and4	1
o31ai	2
xnor2	22
nand2	106
o22ai	3
nor2	60
fa	230
dfxtp	58
or3	5
a41oi	1
a31oi	4
o311ai	2
nand4b	1
nand2b	10
a211oi	4
o21ai	15
o21a	3
o22a	2
==> flip-flops by register name, summed over array words and instances (netlist names) <==
| name | flops |
|---|---|
| D1.q | 14 |
| D_FF_28b.f | 28 |
| controller.enable_f | 1 |
| controller.valid_out | 1 |
| D2.q | 14 |
==> layout make-up <==
cell class / instances / area, sq um / share of cell area, %
clock buffers: 10 / 229 / 1.92
clock inverters: 6 / 67.6 / 0.565
inverters: 311 / 1170 / 9.77
multi-input cells: 765 / 8340 / 69.8
flip-flops and latches: 58 / 1160 / 9.71
well taps: 275 / 344 / 2.88
repair buffers: 67 / 641 / 5.36
==> worst max path at each step <==
stage / start / to / slack (ps)
after CTS: D2.q[0]$_SDFFE_PP0P_ / D_FF_28b.f[25]$_SDFFE_PP0P_ / 9140
after global routing: D2.q[0]$_SDFFE_PP0P_ / D_FF_28b.f[25]$_SDFFE_PP0P_ / 8730
final: D2.q[0]$_SDFFE_PP0P_ / D_FF_28b.f[25]$_SDFFE_PP0P_ / 9140
==> critical path, cell delays in order, from the launching register on <==
cell and delay, ps:
dfxtp_1 470, nand2_1 590, inv_1 320, fa_1 570, inv_1 50, fa_1 520, inv_1 50, fa_1 470
fa_1 500, fa_1 500, inv_1 50, fa_1 470, inv_1 40, ha_1 380, and4_1 270, and3_1 200
nand2_1 60, o31ai_1 570, o211a_1 230, o21ai_0 80, a32o_1 260
Power figures rest on the tool's default switching activity, not on a simulated workload.
